**design.v**
```verilog
module Mux32Bit2To1(input[31:0] in0,
		input[31:0] in1,
		input sel,
		output[31:0] out);
	assign out = sel ? in1 : in0;
endmodule
module Mux5Bit2To1(input[4:0] in0,
		input[4:0] in1,
		input sel,
		output[4:0] out);
	assign out = sel ? in1 : in0;
endmodule
module Mux32Bit4To1(input[31:0] in0,
                    input[31:0] in1,
                    input[31:0] in2,
                    input[31:0] in3,
                    input[1:0] sel,
                    output reg[31:0] out);
    always @(sel, in0, in1, in2, in3)
        case (sel)
            0: out = in0;
            1: out = in1;
            2: out = in2;
            3: out = in3;
        endcase
endmodule
```
**run.sh**
```bash
#!/bin/bash
# OpenROAD 26Q1-2900-gdf79404cd8, Yosys 0.63+post, stock flow scripts
make -C /OpenROAD-flow-scripts/flow DESIGN_CONFIG=/design/flow/config.mk WORK_HOME=/design/flow/orfs finish
```
**config.mk**
```make
export PLATFORM = sky130hd
export DESIGN_NAME = Mux32Bit4To1
export DESIGN_NICKNAME = Mux32Bit4To1
export VERILOG_FILES = /design/flow/design.v
export SDC_FILE = /design/flow/constraint.sdc
export NUM_CORES = 4
export LEC_CHECK = 1
export CORE_AREA = 10 10 76 76
export DIE_AREA = 0 0 86 86
```
**constraint.sdc**
```tcl
current_design Mux32Bit4To1

set clk_period 1.5
set clk_io_pct 0.2

create_clock -name clk0 -period $clk_period

set non_clock_inputs [all_inputs -no_clocks]
set_input_delay [expr $clk_period * $clk_io_pct] -clock clk0 $non_clock_inputs
set_output_delay [expr $clk_period * $clk_io_pct] -clock clk0 [all_outputs]
```
==> metrics.csv <==
stage,metric,value,unit
sta,setup TNS,0,ns
sta,Worst-Margin Slew,0.161,ns
place,placed instance count,250,
flow_run,tool warnings,34,
drt,number of diodes,0,
sta,Final Max Slew Viols,0,
sta,Tcrit/Tclk final,0.989,
place,placed inst area,2480,um^2
grt,GRT Total Usage,0.157,
worst_setup_path,Worst Setup End Kind,output pin,
place,HPWL after detailed placement,5250,um
drt,DRC,0,
sta,fin crit period,1.48,ns
floorplanning,die height,86,um
synthesis,chip area in the Yosys report,815,um^2
finish,Layout area overhead,177,%
floorplanning,chip area,7400,um^2
synthesis,"Warnings, synthesis",1,
worst_setup_path,Buf/Inv on CP,3,
power,PwrDens,240,nW/um^2
worst_setup_path,worst-path cell chain,"clkdlybuf4s15_2, buf_4, mux4_2, buf_2",
finish,most frequently placed logic cells in the final layout,"dlygate4sd2_1 (128), mux4_2 (32), buf_2 (31)",
grt,largest net degree at the start of global routing,8,
flow_run,max-cap viol count,0,
sta,fin worst setup slack,0.0165,ns
drt,Routed WL per cell,23.5,um
floorplanning,Die W,86,um
floorplanning,core area,4120,um^2
floorplanning,Starting Density,0.198,
synthesis,library cells used by synthesis,5,
grt,first-pass GRT wire length,8920,um
worst_setup_path,worst-path fanout max,7,
power,leakage power,1.10,nW
worst_setup_path,Setup Crit Path Kind,in -> out,
finish,fillers,418,
synthesis,ys cells,39,
floorplanning,cell row count,23,
drt,post-route ant nets,0,
drt,vias per inst,4.69,
finish,Register Area,0,um^2
drt,overall routed net length,5970,um
power,Max IR drop VDD,0.0982,mV
grt,total gr overflow,0,
grt,vias in the first global route,1357,
synthesis,Mapped Area,815,um^2
synthesis,Mean Syn Cell Area,20.9,um^2
worst_hold_path,Min-Delay Path Class,in -> out,
finish,share of layout cells above drive strength 1,0.373,
drt,DRT iter0 DRCs,19,
finish,Final Non-Filler Cells,254,
synthesis,sequential-to-total area share from yosys stat,0,
status,outcome,finished clean,
place,Final Wtd Congestion,0.932,
sta,Max Fclk,674,MHz
drt,first-pass iteration count of the detailed router,4,
worst_setup_path,Worst setup SP type,primary input,
worst_setup_path,critical path arrival,1.18,ns
worst_setup_path,crit path DRT,1.20,ns
finish,clk_buf instances,0,
finish,most frequent logic cell in the layout,dlygate4sd2_1,
power,Final Total Pwr,0.541,mW
sta,RSZ-0062 raised after global routing,true,
synthesis,Cells after Synth,39,
drt,vias after detailed routing,1192,
sta,Final setup viols,0,
finish,Layout Utilization,0.548,
floorplanning,Ports,162,
sta,relative slew slack,0.893,
cts,Post CTS Setup Buffer Count,0,
sta,Hold Fails Final Rpt,0,
worst_setup_path,largest delay contributor family on the critical path,buffers and inverters,
finish,flip-flops,0,
place,Port Buffers,162,
sta,worst hold slack,1.08,ns
finish,final instance area,2260,um^2
grt,initial antenna violation count,0,
worst_setup_path,max incr delay on CP,0.30,ns
place,pre-CTS setup slack,-0.611,ns
worst_setup_path,CP max-delay cell,mux4_2,
==> layout make-up <==
cell class / count / area [um^2] / area share
repair buffers: 172 / 1470 / 0.653
multi-input cells: 32 / 721 / 0.319
well taps: 50 / 62.6 / 0.0277
==> per-layer routing <==
metal / GRT usage / vias to the layer above / wire [um]
li1: - / 537 / -
met1: 0.194 / 562 / 2180
met2: 0.279 / 89 / 3170
met3: 0.0524 / 4 / 618
met4: 0 / 0 / 4
met5: 0 / - / 0
==> synth_stat cells <==
cell type | n | area share
mux4_2 | 30 | 0.83
buf_12 | 3 | 0.074
buf_2 | 3 | 0.018
mux4_1 | 2 | 0.065
buf_6 | 1 | 0.014
==> repair_timing <==
action	in CTS	in global routing
endpoints found under the setup margin	32	28
endpoints found under the hold margin	0	0
resized	245	0
gates cloned	4	0
hold buffers	0	0
==> worst paths after layout <==
check    from       to  cells past startpoint
max    sel[1]  out[18]                      4
min    in2[0]   out[0]                      3
==> where the power goes <==
part,internal (mW),switching [mW]
clock,0,0
sequential,0,0
combinational,0.405,0.137
total,0.405,0.137
==> cell families (layout without fill, tap and decap cells) <==
logic type,Yosys count,count (layout),synth area share
multiplexers,32,32,0.894
buffers and inverters,7,172,0.106
Power is estimated from default activity; no workload was simulated.
