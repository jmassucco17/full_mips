<file path="flow/run.sh">
#!/bin/bash
# OpenROAD 26Q1-2900-gdf79404cd8, Yosys 0.63+post, stock flow scripts
make -C /OpenROAD-flow-scripts/flow DESIGN_CONFIG=/design/flow/config.mk WORK_HOME=/design/flow/orfs finish
</file>
<file path="flow/config.mk">
export PLATFORM = sky130hd
export DESIGN_NAME = PcRegister
export DESIGN_NICKNAME = PcRegister
export VERILOG_FILES = /design/flow/design.v
export SDC_FILE = /design/flow/constraint.sdc
export NUM_CORES = 4
export LEC_CHECK = 1
export CORE_AREA = 10 10 107 107
export DIE_AREA = 0 0 117 117
</file>
<file path="flow/constraint.sdc">
current_design PcRegister

set clk_period 1.0
set clk_io_pct 0.2

create_clock -name clk0 -period $clk_period [get_ports {clock}]

set non_clock_inputs [all_inputs -no_clocks]
set_input_delay [expr $clk_period * $clk_io_pct] -clock clk0 $non_clock_inputs
set_output_delay [expr $clk_period * $clk_io_pct] -clock clk0 [all_outputs]
</file>
<file path="flow/design.v">
module PcRegister(input clock,
		input clear,
		input[31:0] in,
		output reg[31:0] out);
	always @(posedge clear, negedge clock)
		if (clear)
			out = 32'h00400000;
		else
			out = in;
endmodule
</file>
==> reports/metrics.yaml <==
outcome:
  status: "complete, but fails checks"
  violations: "setup timing"
power:
  p_total_mw: 2.58
  p_leak_nw: 0.725
  vdd_drop_max_v: 0.000472
  powerDensity_nw_per_um2: 1640
finish:
  final_layout_size_suffix_gt1_share_pct: 39.1
  largest_reg_flops: 32
  layout_top_cell: "buf_2"
  lay_top_cells: "32 x buf_2, 31 x dfrtn_1, 29 x clkdlybuf4s50_1, 6 x clkbuf_8, 3 x dlymetal6s2s_1"
  combGateArea_um2: 0
  comb_cells: 0
  nFillCells: 1003
  finalNonFillerCells: 221
  area_delta_synth_final_pct: 94.4
worst_setup_path:
  required_ns: 0.80
  worst_ep_arrival_time_ns: 1.41
  crit_family: "flip-flops"
  crit_slowest_cell: "dfstp_2"
  worstSetupPathType: "flip-flop to output port"
  worstPathMaxFanout: 1
  cpPeakStageDelay_ns: 0.50
  cp-end-kind: "output port"
  cp_cell_sequence: "buf_2"
  crit_buf_inv: 1
  critPathLaunchType: "flip-flop"
clocking:
  clk_pin_slew_worst_paths_ns: 0.04
  cts_sinks: 32
  cts_htree_levels: 2
  cts_tree: "built"
  cts.path.max_buffers: 2
  numCtsBuffers: 5
  root_buffer: "clkbuf_8"
  cts_setup_buffers: 0
placement:
  gp_congestion: 0.695
  dp_hpwl_um: 2290
  port_buffers: 65
  dp.cells: 213
synthesis:
  muxShareOfSynthArea_pct: 0
  ys_sh_xor_pct: 0
  syn-cell-area_um2: 810
  syn-instance-count: 34
  ys.flops: 32
  yosysSeqAreaShare_pct: 99.1
  ys_area_um2: 810
  ys_cells: 34
  ys_types: 3
  top_area_cell: "dfrtn_1"
  yosysWarnings: 1
  compound_area_share_pct: 0
  top_logic_kind: "buffers and inverters"
  synth_area_per_cell_um2: 23.8
  adder_share_pct: 0
  topCellsByArea: "dfrtn_1 96%, dfstp_2 3.2%, inv_1 0.93%"
  top_cell_area_share_pct: 95.8
  ys_sh_simple_pct: 0
drt:
  wl_um: 2570
  viasPerCell: 2.54
  vias: 561
  first_pass_iters: 2
  diodes: 0
  drtIter0Drc: 10
  wire_per_inst_um: 11.6
  drc: 0
  ant_nets: 0
final_timing:
  final_max_slew_viol_count: 0
  setup_viol_count_final: 32
  rsz0062_at_grt: "true"
  slew_headroom_pct: 91.6
  tightestPinTransition_ns: 0.126
  hold_viol: 0
  worst_slack_ns: -0.609
die:
  coreArea_um2: 9200
  initCoreUtil_pct: 8.80
  rows: 35
  dieArea_um2: 13700
  ios: 66
  fp.dieW_um: 117
  die_h_um: 117
grt:
  grt_max_degree: 18
  grt_pass1_vias: 653
  grt_pass1_wl_um: 3750
  grtUsageTotal_pct: 3.60
  antenna_found_initial: 0
  overflow: 0
worst_hold_path:
  min_from: "in[9]"
  min_to: "out[9]$_DFF_NP0_"
  min_path_type: "input pin to flip-flop"
  whs_path_depth: 1
flow_run:
  warnings: 29
  drv_cap: 0
==> repair_timing <==
action,CTS,global route
gates resized,102,3
hold buffers,0,0
endpoints found under the setup margin,33,35
gates cloned,0,0
==> worst max-delay path by stage <==
stage / from / end / slack, ns / cells past startpoint
after CTS: out[22]$_DFF_NP1_ / out[22] / -0.63 / 1
final: out[22]$_DFF_NP1_ / out[22] / -0.61 / 1
after global routing: out[22]$_DFF_NP1_ / out[22] / -0.66 / 1
==> synthesized netlist by cell type (all sizes together) <==
library cell   n
inv            2
dfstp          1
dfrtn         31
==> cells by family after synthesis <==
logic type / count (synthesis)
buffers and inverters: 2
flip-flops: 32
==> metal layers <==
layer | part of all wire (%) | GRT usage [%]
met1 | 42 | 4.56
met2 | 42 | 4.95
met3 | 16 | 2.79
met4 | 0 | 0.247
met5 | 0 | 0
==> per-stage QoR <==
step	utilization (%)	cell area (um2)	setup WS (ns)	hold WS [ns]	setup TNS [ns]
floorplan	-	813	-0.174	0.518	-1.33
global placement	17.8	1640	-0.653	1.03	-32.02
detailed placement	17.8	1640	-0.664	1.03	-32.00
CTS	17.0	1570	-0.626	0.555	-15.07
global route	17.1	1570	-0.661	0.445	-15.75
finish	17.1	1570	-0.609	0.436	-14.52
==> layout make-up <==
| class | instances | area, um2 | share of cell area (%) |
|---|---|---|---|
| flip-flops and latches | 32 | 802 | 51.0 |
| repair buffers | 68 | 532 | 33.8 |
| well taps | 111 | 139 | 8.82 |
| clock buffers | 8 | 90.1 | 5.72 |
| inverters | 1 | 7.51 | 0.477 |
| clock inverters | 1 | 3.75 | 0.238 |
==> where the power goes <==
part	leakage (nW)	switching, mW	total [mW]	internal [mW]
Combinational	0.303	0.0629	0.226	0.163
Sequential	0.372	0.0138	1.39	1.37
Clock	0.0508	0.404	0.969	0.565
No activity file was given, so power comes from the tool's default toggle rates.
